==> design.v <==
`timescale 1ns / 1ps  
module parking_system(
    input clk, reset_n,  
    input sensor_entrance, sensor_exit,  
    input [1:0] password_1, password_2,  
    output wire GREEN_LED, RED_LED,  
    output reg [6:0] HEX_1, HEX_2  
);
parameter IDLE = 3'b000, WAIT_PASSWORD = 3'b001, WRONG_PASSWORD = 3'b010,
RIGHT_PASSWORD = 3'b011, STOP = 3'b100;
reg[2:0] current_state, next_state;  
reg[31:0] counter_wait;  
reg red_tmp, green_tmp;  
always @(posedge clk or negedge reset_n)
begin
    if(~reset_n)
    current_state = IDLE;
    else
    current_state = next_state;
end
always @(posedge clk or negedge reset_n)
begin
    if(~reset_n)
    counter_wait <= 0;
    else if(current_state==WAIT_PASSWORD)
    counter_wait <= counter_wait + 1;
    else
    counter_wait <= 0;
end
always @(*)
begin
    case (current_state)
    IDLE: begin
        if(sensor_entrance == 1)
        next_state = WAIT_PASSWORD;
        else
        next_state = IDLE;
    end
    WAIT_PASSWORD: begin
        if (counter_wait <= 3)
        next_state = WAIT_PASSWORD;
        else
        begin
            if((password_1==2'b01) && (password_2==2'b10))
            next_state = RIGHT_PASSWORD;
            else
            next_state = WRONG_PASSWORD;
        end
    end
    WRONG_PASSWORD: begin
        if((password_1==2'b01) && (password_2==2'b10))
            next_state = RIGHT_PASSWORD;
            else
            next_state = WRONG_PASSWORD;
    end
    RIGHT_PASSWORD: begin
        if(sensor_entrance==1 && sensor_exit == 1)
        next_state = STOP;
        else if(sensor_exit==1)
        next_state = IDLE;
        else
        next_state = RIGHT_PASSWORD;
    end
    STOP: begin
        if((password_1==2'b01) && (password_2==2'b10))
        next_state = RIGHT_PASSWORD;
        else
        next_state = STOP;
    end
    default: next_state = IDLE;
    endcase
end
always @(posedge clk) begin
    case (current_state)
    IDLE: begin
        green_tmp = 1'b0;
        red_tmp = 1'b0;
        HEX_1 = 7'b1111111;  
        HEX_2 = 7'b1111111;  
    end
    WAIT_PASSWORD: begin
        green_tmp = 1'b0;
        red_tmp = 1'b1;
        HEX_1 = 7'b000_0110; 
        HEX_2 = 7'b010_1011; 
    end
    WRONG_PASSWORD: begin
        green_tmp = 1'b0;
        red_tmp = ~red_tmp;
        HEX_1 = 7'b000_0110; 
        HEX_2 = 7'b000_0110; 
    end
    RIGHT_PASSWORD: begin
        green_tmp = ~green_tmp;
        red_tmp = 1'b0;
        HEX_1 = 7'b000_0010; 
        HEX_2 = 7'b100_0000; 
    end
    STOP: begin
        green_tmp = 1'b0;
        red_tmp = ~red_tmp;
        HEX_1 = 7'b001_0010; 
        HEX_2 = 7'b000_1100; 
    end
endcase
end
assign RED_LED = red_tmp;
assign GREEN_LED = green_tmp;
endmodule
==> run.sh <==
#!/bin/bash
# OpenROAD 26Q1-2900-gdf79404cd8, Yosys 0.63+post, stock flow scripts
make -C /OpenROAD-flow-scripts/flow DESIGN_CONFIG=/design/flow/config.mk WORK_HOME=/design/flow/orfs finish
==> config.mk <==
export PLATFORM = sky130hd
export DESIGN_NAME = parking_system
export DESIGN_NICKNAME = parking_system
export VERILOG_FILES = /design/flow/design.v
export SDC_FILE = /design/flow/constraint.sdc
export NUM_CORES = 4
export LEC_CHECK = 1
export CORE_UTILIZATION = 30
==> constraint.sdc <==
current_design parking_system

set clk_period 6.7
set clk_io_pct 0.2

create_clock -name clk0 -period $clk_period [get_ports {clk}]

set non_clock_inputs [all_inputs -no_clocks]
set_input_delay [expr $clk_period * $clk_io_pct] -clock clk0 $non_clock_inputs
set_output_delay [expr $clk_period * $clk_io_pct] -clock clk0 [all_outputs]
==> run notes <==
Total power for the finished layout comes to 0.840 mW. Dividing the detail-routed via count by the number of cells gives 5.13. The static leakage came out at 0.998 nW. The kind of cell adding the most delay to the critical path was buffers and inverters. For this run, the share of the core covered by cells in the final layout is 35.9%. Cell depth of the worst min-delay path: 1. The tools report the placed cell area as 2640 sq um.

The repair_antennas step left the layout with diodes totalling 0. The number of instances in the synthesized netlist was 236. The run gives 0.09 ns for the clock transition time at the flip-flop clock pins of the worst setup and hold paths. The buffer and inverter count on the worst path is 1. Overall via count from detail_route: 1,815.

Of the synthesized area, sequential elements account for 52.7%. After synthesis, the mean cell area works out to 10.1 sq um. Setup repair after global routing left no endpoint under its margin. The number of distinct library cells after synthesis is 40, and the final number of hold-violating endpoints is 0. The tools report the overall routed net length as 4350 um. The floorplan step records an initial core utilization of 30.9%. The run finished with clean final reports. The first global-routing pass estimated 7700 um of wire.

Per the timing report, the most critical flop-to-flop path finishes at counter_wait[31]. The number of detailed-route iterations in the first pass was 4. IR analysis of the VDD net gives a maximum drop of 0.142 mV.

Per the detail_route report, routed wire per instance is 12.3 um. Beginning of the critical path: HEX_1[5]. The number of violations reported at the end of detailed-routing iteration 0 came out at 113.

Looking at the setup timing report, the critical path kind is reg2out. The run gives 1.16 ns as the arrival time of data at the critical path endpoint. The cell area that synthesis handed to floorplanning was 2390 sq um. The tools report the core footprint as 7730 sq um. For this run, the slowest stage of the critical path takes 0.47 ns. Listed in order, past its start point the critical path passes clkdlybuf4s50_1.

The final-layout setup total negative slack is 0 ns. The stage logs contain a warning count of 25. In the final report, the number of endpoints failing setup comes to 0. The placement summary gives the final routability congestion estimate as 0.768. The run gives 54.0% as the worst slew slack as a fraction of its limit. For the finished layout, the period the worst path requires is 2.50 ns. The longest clock path from root to sink contains 2 buffers.

Per the OpenROAD floorplan log, the height of the die is 91.2 um. Looking at the hold checks, the worst path lands on counter_wait[0]. At the worst endpoint, the required time is 5.36 ns. The run gives 2780 sq um as the final instance area.

The chip occupies 8310 sq um. With the largest driver fanout on the critical path at 4, the total global-route track usage is 11.5%. Kind of end point of the critical path: an output pin. The detailed-route DRC error count was 0. The HPWL reported at the end of detailed placement is 2960 um.

The CTS report gives the tree buffer count as 5. The beginning of the worst register-to-register path was counter_wait[10]. The floorplan has 32 rows.

In the synthesized netlist the dominant register cell turns out to be dfrtp_1. Top-level port count: 24. TritonCTS built the clock tree. Timing would allow up to 401 MHz. The count of library flops with an enable pin was 11.

The floorplan step set the die width to 91.2 um. In this run, placement finished with an instance count of 346. The run gives 0.490 ns as the smallest hold slack. With the via count of the first global-routing pass at 1,626, the warning count from the yosys run is 1. STA reports the tightest min-delay check as being of type reg2reg. The run gives 0 as the number of max-capacitance violations reported. Logic depth along the worst register-to-register path is recorded as 4.

Synthesis-to-finish area growth: 16.4%. The insertion delay to the later sink of the worst-skew pair was 0.30 ns; the number of antenna violations at the first check in global routing was 0. In the final report, the number of pins over their slew limit comes to 0. The worst hold path startpoint is counter_wait[0]. Excluding fillers, the count of instances in the completed layout stands at 354. The transition time recorded at the tightest slew-check pin is 0.683 ns.

For this design, the slowest cell found on the critical path is clkdlybuf4s50_1. The tools report the kind of start point of the critical path as a flip-flop. OpenROAD reports that the post-layout worst path occupies 37.2% of the period. Per the synth stats, the proportion of register bits with asynchronous set or reset is 77.1%.

The run gives 0 as the global route total overflow. The run gives 1 for the total stage count of the critical path. The total number of H-tree levels is 2, and the proportion of layout cells with a drive suffix above 1 is 8.73%. According to the CTS report, the clock sink count is 48. The run gives 0 for the post-route antenna net violation count. After synthesis, the design contains 236 cells according to Yosys.

The count of buffers from port buffering is 22, and the number of inserted filler cells in the final layout is 758. The number of setup buffers added after CTS is 0. The synthesized design contains 48 register bits.

The setup slack of the most critical reg-to-reg path came out at 4.44 ns. The tools report the worst setup skew after layout as 0.00847 ns. The root cell of the clock tree is clkbuf_8.

Worst setup margin: 4.20 ns. Timing analysis after detailed placement gives a worst setup slack of 4.36 ns. In this run, post-CTS hold repair placed 0 buffers. Entering global routing, the biggest net connects 38 pins.

The total of cells resized after clock tree synthesis is 0, and the area figure in the yosys stat output is 2390 sq um. Per the summary, power density relative to cell area is 302 nW/um^2.
## logic make-up after synthesis
kind of cell	Yosys count	share of synthesized area (%)
compound gates	51	12.6
fa+ha+maj	1	0.524
other cells	1	0.157
flops	48	52.7
buf+inv	24	5.61
xor+xnor	9	3.30
simple gates	102	25.1
## Yosys cell counts, drive strengths merged (2+ instances only)
cell,number,area share [%]
nand4,7,2.4
edfxtp,11,14
clkbuf,5,0.79
nor2,16,2.5
nand2,16,2.5
or2,3,0.79
o21ai,11,2.3
dfrtp,36,38
nor3,3,0.63
or4,14,4.6
or3,12,3.4
buf,11,3.6
inv,8,1.3
xnor2,7,2.6
nor4,12,3.1
o31ai,14,4.4
xor2,2,0.73
a21oi,23,4.8
nand3,12,2.7
and4,2,0.79
## where the power goes
part / leakage (nW) / internal [mW] / total, mW / switching, mW
combinational: 0.316 / 0.107 / 0.192 / 0.0851
clock: 0.0687 / 0.150 / 0.248 / 0.0974
sequential: 0.613 / 0.369 / 0.400 / 0.0308
total: 0.998 / 0.626 / 0.840 / 0.213
## worst register-to-register path: stages (launching register included)
cell and delay, ns:
dfrtp_1 0.47, nand4_2 0.18, or4_1 0.81, or4_1 0.58, a21oi_1 0.15
## cell type report
type,instances,area (sq um),area share (%)
multi-input cells,164,995,35.8
well taps,102,128,4.59
clock buffers,5,68.8,2.48
repair buffers,24,230,8.29
inverters,8,30.0,1.08
clock inverters,3,68.8,2.48
flip-flops and latches,48,1260,45.3
## sequential cells by signal, indices dropped and copies added, names as in the netlist
signal	cells
counter_wait	32
HEX_2	6
current_state	5
HEX_1	3
green_tmp	1
red_tmp	1
## layer usage
layer  up-vias  routed length (um)  global-route usage [%]
li1        911                   -                       -
met1       866                2100                    17.6
met2        34                2040                    18.4
met3         4                 169                    1.87
met4         0                  46                    1.32
met5         -                   0                       0
## cell usage in the layout, fill, tap and decap left out, drive strengths merged
master | synthesis | layout
o31ai | 14 | 14
o21ai | 11 | 11
buf | 11 | 3
and3 | 1 | 1
xnor2 | 7 | 7
nor2 | 16 | 16
a21oi | 23 | 23
a21boi | 1 | 1
and2 | 1 | 1
nand4 | 7 | 7
nor3 | 3 | 3
or4 | 14 | 14
nor3b | 1 | 1
nand2 | 16 | 16
nand3 | 12 | 12
or3 | 12 | 12
ha | 1 | 1
dfrtp | 36 | 36
nand4b | 1 | 1
dfstp | 1 | 1
bufinv | 0 | 2
and4 | 2 | 2
clkbuf | 5 | 5
o211ai | 1 | 1
a32o | 1 | 1
xor2 | 2 | 2
nand4bb | 1 | 1
edfxtp | 11 | 11
conb | 1 | 1
inv | 8 | 9
or2 | 3 | 3
nor4 | 12 | 12
clkdlybuf4s50 | 0 | 21
## worst max path at each step
stage | endpoint | slack [ns]
6_report | HEX_1[5] | 4.20
5_1_grt | HEX_1[0] | 4.12
4_1_cts | HEX_1[5] | 4.18
No activity file was given, so power comes from the tool's default toggle rates.
